--- flow/run.sh ---
#!/bin/bash
# OpenROAD 26Q1-2900-gdf79404cd8, Yosys 0.63+post, stock flow scripts
make -C /OpenROAD-flow-scripts/flow DESIGN_CONFIG=/design/flow/config.mk WORK_HOME=/design/flow/orfs finish
--- flow/config.mk ---
export PLATFORM = sky130hd
export DESIGN_NAME = mux_readdata
export DESIGN_NICKNAME = mux_readdata
export VERILOG_FILES = /design/flow/design.v
export SDC_FILE = /design/flow/constraint.sdc
export NUM_CORES = 4
export LEC_CHECK = 1
export CORE_AREA = 10 10 70 70
export DIE_AREA = 0 0 80 80
--- flow/constraint.sdc ---
current_design mux_readdata

set clk_period 1.4
set clk_io_pct 0.2

create_clock -name clk0 -period $clk_period

set non_clock_inputs [all_inputs -no_clocks]
set_input_delay [expr $clk_period * $clk_io_pct] -clock clk0 $non_clock_inputs
set_output_delay [expr $clk_period * $clk_io_pct] -clock clk0 [all_outputs]
--- flow/design.v ---
`timescale  1ns/100ps
module mux_readdata(  
    signal,             
    a,                  
    b,                  
    c,                  
    d,                  
    sel,                
    out                 
    );         
    input signal; 
    input [7:0] a;                 
    input [7:0] b;                 
    input [7:0] c;                 
    input [7:0] d;                 
    input [1:0] sel;   
    output wire [7:0] out;
   assign #1 out = ( sel == 2'b00 && signal )? a : ( sel == 2'b01 && signal )? b : ( sel == 2'b10 && signal )? c : ( sel == 2'b11 && signal )? d : 8'bXXXX_XXXX;
endmodule
==> summary.rpt <==
IMPLEMENTATION SUMMARY REPORT
----------------------------------------------------
[Setup path]
  Kind of end point of the critical path ........................ output pin
  Crit path largest cell delay ........................ 0.18 ns
  Type of the setup path with the least slack ........................ in2out
  Crit-path slowest cell ........................ sky130_fd_sc_hd__mux2i_2
  CP delay by family, top ........................ buffers and inverters
  Critical Path, Cell by Cell ........................ buf_8 -> buf_8 -> buf_6 -> mux2i_2 -> o22ai_2 -> a21o_1 -> buf_2
  Most frequent CP cell ........................ sky130_fd_sc_hd__buf_8
  Worst EP arrival ........................ 1.17 ns
  Startpoint type of the worst setup path ........................ primary input
  Highest fanout seen on the critical path ........................ 3
  Buffer-and-inverter tally for the worst setup path ........................ 4
  Required time of the critical path ........................ 1.12 ns

[Timing]
  Final period demand of the worst path ........................ 1.45 ns
  Hold slack final ........................ 1.03 ns
  Fin. Hold Viols ........................ 0
  Final WS setup ........................ -0.0460 ns
  Timing-limited maximum frequency ........................ between 0.6 and 0.7 GHz
  Max-slew violation total from the final report ........................ 0
  Worst slew pin tran ........................ between 0.15 and 0.2 ns
  Accumulated negative setup slack ........................ -0.166 ns
  Portion of the clock cycle consumed by the worst path in the final layout ........................ 103%
  Setup repair after global routing missed its margin ........................ true
  Number of failing setup endpoints in the final timing report ........................ 5
  Headroom to the max-slew limit ........................ 89.4%

[Hold path]
  Startpoint of the most critical hold path ........................ signal
  Capture endpoint of the worst hold path ........................ out[3]
  Worst Hold Depth ........................ 5
  HP Class ........................ in2out

[Drt]
  Antenna Nets Post-Route ........................ 0
  Antenna diode count ........................ 0
  Routed wire length ........................ about 2000 microns
  Wire length per cell ........................ 13.2 microns
  Via count ........................ 595
  Iter 0 DRT Violations ........................ 4
  Remaining DRCs ........................ 0
  Post-detailed-route via-to-cell ratio ........................ 3.94
  Number of optimization iterations in the first detailed-route pass ........................ 2

[Place]
  Final HPWL DP ........................ 1510 microns
  Weighted congestion reported at the end of routability-driven placement ........................ 0.758
  Placed Cells incl. Taps ........................ 138
  Count of port buffers added during placement ........................ between 40 and 50

[Yosys]
  Sequential-to-total area share from yosys stat ........................ 0%
  Number of distinct standard cells referenced by the synthesized netlist ........................ 13
  Mean instance size in the synthesized netlist ........................ slightly below 8 sq um
  Synthesis area per yosys ........................ 372 sq um
  Yosys warning total ........................ 0
  Cell count in the Yosys report ........................ 48
  Syn Std Cell Area ........................ between 300 and 400 sq um
  Post-synthesis instance total ........................ 48

[Final layout]
  Number of flip-flops and latches ........................ 0
  Final Core Density ........................ 29.1%
  Count of fill cells added during filler insertion ........................ 382
  Area Growth Syn to Fin ........................ 168%
  Footprint of the flip-flops and latches ........................ 0 sq um
  Layout clock buffer count ........................ 0
  Final non-filler cell total ........................ around 150
  Fraction of layout cells with a size suffix above 1 ........................ 41.0%

[Global route]
  Global routing usage summed across all routing layers ........................ 5.66%
  Pin count of the biggest net entering global routing ........................ 9
  Global route overflow ........................ 0
  First-pass GRT wire length ........................ around 3000 microns
  Vias in the first global route ........................ 614
  Initial antenna violation count ........................ 0

[Die]
  Number of I/O pins ........................ 43
  Core Density at Floorplan ........................ 10.9%
  Horizontal die size ........................ 80 microns
  Area of the placeable core ........................ 3420 sq um
  Chip area ........................ 6400 sq um
  # rows ........................ 21
  Vertical die size ........................ 80 microns

[Power and ir drop]
  Leakage power ........................ 0.531 nW
  Total Power Consumption ........................ 0.000281 W
  Ratio of total power to cell area ........................ 283 nW/um^2
  Worst VDD drop ........................ between 0.0001 and 0.00015 V

[Run status]
  Failing checks ........................ negative setup slack
  Status ........................ finished, violations left

[Job]
  Number of OpenROAD warnings ........................ 34
  Max-cap violations ........................ 0

[Clocking]
  Cts hold-fix bufs ........................ 0

----------------------------------------------------
==> placed cells by master, fill, tap and decap left out, types with 5 or more instances in the layout <==
master | netlist | layout
sky130_fd_sc_hd__a21o_1 | 7 | 7
sky130_fd_sc_hd__dlygate4sd2_1 | 0 | 28
sky130_fd_sc_hd__clkdlybuf4s50_1 | 0 | 5
sky130_fd_sc_hd__inv_1 | 7 | 7
sky130_fd_sc_hd__mux2i_1 | 8 | 5
sky130_fd_sc_hd__buf_2 | 2 | 8
sky130_fd_sc_hd__a22o_1 | 7 | 7
sky130_fd_sc_hd__buf_6 | 3 | 6
sky130_fd_sc_hd__o22ai_2 | 0 | 6
sky130_fd_sc_hd__buf_4 | 0 | 13
==> synthesized netlist by cell type <==
library cell | number | area, sq um
sky130_fd_sc_hd__mux2i_1 | 8 | 80.1
sky130_fd_sc_hd__o22ai_1 | 8 | 50.1
sky130_fd_sc_hd__a21o_1 | 7 | 52.6
sky130_fd_sc_hd__a22o_1 | 7 | 61.3
sky130_fd_sc_hd__inv_1 | 7 | 26.3
sky130_fd_sc_hd__buf_6 | 3 | 33.8
sky130_fd_sc_hd__buf_2 | 2 | 10.0
sky130_fd_sc_hd__a21oi_1 | 1 | 5.00
sky130_fd_sc_hd__clkbuf_8 | 1 | 13.8
sky130_fd_sc_hd__mux2_2 | 1 | 11.3
sky130_fd_sc_hd__nand2b_1 | 1 | 6.26
sky130_fd_sc_hd__nor2b_4 | 1 | 13.8
sky130_fd_sc_hd__or2b_1 | 1 | 7.51
==> logic make-up after synthesis <==
group / count (synthesis) / synth area share (%)
AND-OR/OR-AND: 23 / 45.5
buffers and inverters: 13 / 22.6
multiplexers: 9 / 24.6
AND/OR/NAND/NOR: 3 / 7.41
==> per-layer routing <==
| metal | vias to the layer above | track usage (%) | wire length (microns) |
|---|---|---|---|
| li1 | 294 | - | - |
| met4 | 0 | 0 | 0 |
| met3 | 0 | 3.98 | 336 |
| met1 | 268 | 7.46 | 949 |
| met2 | 33 | 7.78 | 713 |
| met5 | - | 0 | 0 |
==> through the flow <==
stage               area [sq um]  setup slack [ns]
floorplan                    372             0.187
global placement             855            -0.745
detailed placement           855            -0.784
CTS                          938           -0.0613
global route                 995           -0.0835
finish                       995           -0.0460
==> power by group <==
group	switching, W	internal, W
sequential	0	0
clock	0	0
combinational	0.0000961	0.000185
total	0.0000961	0.000185
==> how the worst max path moves through the flow <==
stage,from,to,slack [ns],depth (start not counted)
finish,sel[0],out[2],-0.05,7
CTS,sel[0],out[5],-0.06,7
global route,sel[0],out[1],-0.08,7
==> layout make-up <==
cell class / instances / area (sq um) / area share [%]
Tap cell: 46 / 57.6 / 5.79
Multi-Input combinational cell: 35 / 360 / 36.2
Timing Repair Buffer: 63 / 551 / 55.3
Inverter: 7 / 26.3 / 2.64
==> what timing repair did <==
item                       in CTS  in global routing
setup endpoints to repair       8                  8
buffers inserted                7                  5
pin swaps                      12                  3
resized                        85                  3
gates cloned                    1                  0
Power figures rest on the tool's default switching activity, not on a simulated workload.
