==> ./design.v <==
`timescale  1ns/100ps
module mux_read_instcache(  
    signal,             
    a,                  
    b,                  
    c,                  
    d,                  
    sel,                
    out                 
    );         
    input signal; 
    input [31:0] a;                 
    input [31:0] b;                 
    input [31:0] c;                 
    input [31:0] d;                 
    input [1:0] sel;   
    output [31:0] out;
    assign #1 out = ( sel == 2'b00 && signal )? a : 
                      ( sel == 2'b01 && signal )? b : 
                        ( sel == 2'b10 && signal )? c : 
                            ( sel == 2'b11 && signal )? d : 32'dX;
endmodule
==> ./config.mk <==
export PLATFORM = sky130hd
export DESIGN_NAME = mux_read_instcache
export DESIGN_NICKNAME = mux_read_instcache
export VERILOG_FILES = /design/flow/design.v
export SDC_FILE = /design/flow/constraint.sdc
export NUM_CORES = 4
export LEC_CHECK = 1
export CORE_AREA = 10 10 81 81
export DIE_AREA = 0 0 91 91
==> ./constraint.sdc <==
current_design mux_read_instcache

set clk_period 2.6
set clk_io_pct 0.2

create_clock -name clk0 -period $clk_period

set non_clock_inputs [all_inputs -no_clocks]
set_input_delay [expr $clk_period * $clk_io_pct] -clock clk0 $non_clock_inputs
set_output_delay [expr $clk_period * $clk_io_pct] -clock clk0 [all_outputs]
==> ./run.sh <==
#!/bin/bash
# OpenROAD 26Q1-2900-gdf79404cd8, Yosys 0.63+post, stock flow scripts
make -C /OpenROAD-flow-scripts/flow DESIGN_CONFIG=/design/flow/config.mk WORK_HOME=/design/flow/orfs finish
==> results.sh <==
# source this file to load flow results
export IMPL_outcome="complete, no violations"
export IMPL_finalMaxSlewViolations=0
export IMPL_most_common_layout_cells="sky130_fd_sc_hd__clkdlybuf4s50_1 (160), sky130_fd_sc_hd__mux2i_1 (32), sky130_fd_sc_hd__a22o_1 (31), sky130_fd_sc_hd__inv_1 (31), sky130_fd_sc_hd__a21o_1 (31)"
export IMPL_grt_use_met1=0.2171
export IMPL_drt_vias_per_instance=4.922
export IMPL_power_static_leakage_nw=1.560
export IMPL_highest_clock_frequency_the_design_can_meet_ghz=0.4026
export IMPL_drcViolationCount=0
export IMPL_timing_critical_path_fanout_max=9
export IMPL_crit_buf_inv=4
export IMPL_max_stage_delay_ns=0.43
export IMPL_syn_inst=183
export IMPL_clock_power_share=0
export IMPL_antenna_cells=0
export IMPL_overflow=0
export IMPL_rsz_0062_raised_after_global_routing="false"
export IMPL_numSequentialCells=0
export IMPL_share_of_post_route_cells_with_drive_strength_above_1=0.07580
export IMPL_path_cells="dlygate4sd2_1 -> nor2b_4 -> buf_12 -> buf_12 -> a22o_1 -> a21o_1 -> clkdlybuf4s50_1"
export IMPL_arrival_time_worst_endpoint_ns=1.96
export IMPL_post_route_cell_area_um2=3201
export IMPL_ys_chip_area_um2=1376
export IMPL_number_of_clock_tree_buffers_in_the_layout=0
export IMPL_yosysWarnings=0
export IMPL_critical_path_class="primary input to output pin"
export IMPL_worstHoldPathType="primary input to output pin"
export IMPL_synthToLayoutAreaGrowth_pct=132.5
export IMPL_yosysTopAreaCellShare=0.2327
export IMPL_netlist_area_um2=1376
export IMPL_grt_util_overall=0.1672
export IMPL_final_comb_area_um2=1100
export IMPL_globalRouteMet2Util=0.2757
export IMPL_dr_first_iter_drc_count=45
export IMPL_die_area_um2=8281
export IMPL_place_detailed_hpwl_mm=6.017
export IMPL_floorplan_io_pins=163
export IMPL_part_of_the_cycle_the_worst_path_needs=0.9553
export IMPL_global_route_usage_met3=0.06141
export IMPL_avgSynthCellArea_um2=7.521
export IMPL_ant_nets=0
export IMPL_worstPathRequired_ns=2.08
export IMPL_vias_after_detailed_routing=2018
export IMPL_period_needed_ns=2.484
export IMPL_setup_viol_count_final=0
export IMPL_synthDominantAreaCellType="sky130_fd_sc_hd__mux2i_1"
export IMPL_number_of_filler_instances_in_the_final_layout=441
export IMPL_globalplace_congestion=0.7944
export IMPL_wire_length_of_the_first_global_routing_pass_mm=11.49
export IMPL_drv_max_cap_violation_count=0
export IMPL_synthTopCellsByArea="sky130_fd_sc_hd__mux2i_1 (23%), sky130_fd_sc_hd__a22o_1 (20%), sky130_fd_sc_hd__a21o_1 (17%)"
export IMPL_width_of_the_die_um=91
export IMPL_seqPwrFrac=0
export IMPL_row_count=25
export IMPL_drt_total_wl_mm=7.411
export IMPL_grt_max_degree=36
export IMPL_critPathTopFamily="buffers and inverters"
export IMPL_power_switching_share=0.2888
export IMPL_peakVddDrop_mv=0.08904
export IMPL_worst_path_most_repeated_cell="sky130_fd_sc_hd__buf_12"
export IMPL_warning_count=33
export IMPL_synth_cell_types=15
export IMPL_power_density_nw_per_um2=174.1
export IMPL_yosys_cells=183
export IMPL_core_um2=4817
export IMPL_grt_pass1_vias=2036
export IMPL_slew_limit_headroom=0.8262
export IMPL_lay_top_count="sky130_fd_sc_hd__clkdlybuf4s50_1"
export IMPL_grt_most_used_layer="met2"
export IMPL_ff_latch_area_um2=0
export IMPL_io_buffer_count=163
export IMPL_power_report_internal_total_mw=0.3963
export IMPL_p_comb_frac=1.000
export IMPL_cts_hold_buf=0
export IMPL_hold_viol_final=0
export IMPL_net_switching_power_of_the_design_mw=0.1609
export IMPL_worstMarginPinSlew_ns=0.2535
export IMPL_routedWlPerCell_um=18.08
export IMPL_ys_seq_share=0
export IMPL_critPathSlowestCell="sky130_fd_sc_hd__clkdlybuf4s50_1"
export IMPL_critical_path_endpoint_type="output pin"
export IMPL_number_of_antenna_violations_at_the_first_check_in_global_routing=0
export IMPL_start_kind="primary input"
export IMPL_postPlaceCellArea_um2=3069
export IMPL_final_util=0.6644
export IMPL_die_size_y_um=91
export IMPL_initial_utilization=0.2857
export IMPL_iteration_tally_of_the_first_detailed_router_pass=5
-- power groups by stage --
stage | Clock (mW) | Sequential, mW | Combinational (mW)
5_1_grt | 0 | 0 | 0.603
4_1_cts | 0 | 0 | 0.555
6_report | 0 | 0 | 0.557
-- kinds of logic after synthesis --
family / synth area share
AOI/OAI and AO/OA: 0.5154
buffers and inverters: 0.2191
muxes: 0.2409
and+or+nand+nor: 0.02454
-- final timing paths --
check	from	end	slack, ns	cells after the start
worst max-delay path	signal	out[17]	0.12	7
worst min-delay path	sel[1]	out[27]	1.92	4
-- worst min-delay path, stage by stage --
cell and delay [ns]:
sky130_fd_sc_hd__dlymetal6s2s_1 0.14, sky130_fd_sc_hd__buf_4 0.18, sky130_fd_sc_hd__a21o_1 0.15, sky130_fd_sc_hd__clkdlybuf4s50_1 0.40
-- cell type report --
class | instances | area share
inverter | 31 | 0.03636
multi-input combinational | 131 | 0.3436
tap | 67 | 0.02619
timing repair buffer | 181 | 0.5938
-- stage by stage --
step | total power [mW] | setup slack (ns) | cells | TNS (ns) | hold WS [ns]
3_5_place_dp | 0.5365 | -0.06312 | 406 | -1.178 | 2.037
2_1_floorplan | 0.1946 | 0.8757 | 183 | 0 | 1.163
3_3_place_gp | 0.5345 | -0.05742 | 406 | -0.8874 | 2.038
5_1_grt | 0.6029 | 0.02836 | 410 | 0 | 1.954
4_1_cts | 0.5550 | 0.04034 | 409 | 0 | 2.046
6_report | 0.5572 | 0.1163 | 410 | 0 | 1.917
-- per-layer routing --
| metal | part of all wire | wire [um] |
|---|---|---|
| met2 | 0.46 | 3434 |
| met1 | 0.44 | 3282 |
| met3 | 0.094 | 693 |
| met5 | 0 | 0 |
| met4 | 0 | 0 |
-- what timing repair did --
item,4_1_cts,5_1_grt
pin swaps,0,0
setup buffers,1,0
resized,2,5
endpoints found under the setup margin,31,19
gates cloned,2,1
-- cells in the mapped netlist, drive strengths merged --
master / count
buf: 17
mux2i: 32
clkbuf: 4
nor2b: 1
inv: 31
a21o: 31
a21oi: 1
a22o: 31
mux2: 1
o22ai: 32
nand2b: 2
Power figures rest on the tool's default switching activity, not on a simulated workload.
